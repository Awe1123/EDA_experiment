--- flow/design.v ---
module clock_part(
    input   clk,
    input   enable,
    input   rstn,
    input   AdjMinKey,
    input   AdjHrKey,
    input   clk_1Hz,
    output   wire [3:0]     h_cntH,
    output   wire [3:0]     h_cntL,
    output   wire [3:0]     m_cntH,
    output   wire [3:0]     m_cntL,
    output   wire [3:0]     s_cntH,
    output   wire [3:0]     s_cntL
);
wire enable_seconds;
wire enable_mintues;
wire carry_seconds;
wire carry_mintues;
counter60 counter_seconds(
    .clk(clk),
    .rstn(rstn),
    .enable(enable),
    .cntH(s_cntH),
    .cntL(s_cntL),
    .next_enable(carry_seconds)
);
counter60 counter_mintues(
    .clk(clk),
    .rstn(rstn),
    .enable(enable_mintues),
    .cntH(m_cntH),
    .cntL(m_cntL),
    .next_enable(carry_mintues)
);
counter24 counter_hours(
    .clk(clk),
    .rstn(rstn),
    .enable(enable_hours),
    .cntH(h_cntH),
    .cntL(h_cntL)
);
assign enable_seconds = enable; 
assign enable_mintues = AdjMinKey ? clk_1Hz : carry_seconds;    
assign enable_hours = AdjHrKey ? clk_1Hz : carry_mintues;
endmodule
module counter24(
    input clk,
    input rstn,
    input enable,
    output reg[3:0] cntH,
    output reg[3:0] cntL
);
always @(posedge clk or negedge rstn) begin
    if(~rstn)
        {cntH,cntL} <= 8'b0;
    else if(enable) begin
        if((cntH>2)||(cntL>9)||((cntH==2)&&(cntL>3)))
            {cntH,cntL} <= 8'b0;
        else if((cntH==2)&&(cntL==3))
            {cntH,cntL} <= 8'b0;
        else if((cntH==2)&&(cntL<3)) begin
            cntH <= cntH;
            cntL <= cntL + 1'b1;
        end
        else if(cntL==9) begin 
            cntH <= cntH + 1'b1;
            cntL <= 1'b0;
        end
        else begin
            cntH <= cntH;
            cntL <= cntL + 1'b1;
        end
    end
end
endmodule
module counter60(
    input clk,
    input rstn,
    input enable,
    output reg[3:0] cntH,
    output reg[3:0] cntL,
	output wire next_enable
);
always @(posedge clk or negedge rstn) begin
    if(~rstn)
        {cntH,cntL} <= 8'b0;
    else if(enable) begin
        if((cntH>6)||(cntL>9)) 
            {cntH, cntL} <= 8'b0;
        else if((cntH==5)&&(cntL==9))
            {cntH, cntL} <= 8'b0;
        else if(cntL==9) begin 
            cntH <= cntH + 1;
            cntL <= 1'b0;
        end
        else begin 
            cntH <= cntH;
            cntL <= cntL + 1'b1;
        end
    end
end
assign next_enable = (((cntH == 5) && (cntL == 9))? 1'b1 : 1'b0) & enable;
endmodule
--- flow/run.sh ---
#!/bin/bash
# OpenROAD 26Q1-2900-gdf79404cd8, Yosys 0.63+post, stock flow scripts
make -C /OpenROAD-flow-scripts/flow DESIGN_CONFIG=/design/flow/config.mk WORK_HOME=/design/flow/orfs finish
--- flow/config.mk ---
export PLATFORM = sky130hd
export DESIGN_NAME = clock_part
export DESIGN_NICKNAME = clock_part
export VERILOG_FILES = /design/flow/design.v
export SDC_FILE = /design/flow/constraint.sdc
export NUM_CORES = 4
export LEC_CHECK = 1
export CORE_AREA = 10 10 103 103
export DIE_AREA = 0 0 113 113
--- flow/constraint.sdc ---
current_design clock_part

set clk_period 3.3
set clk_io_pct 0.2

create_clock -name clk0 -period $clk_period [get_ports {clk}]

set non_clock_inputs [all_inputs -no_clocks]
set_input_delay [expr $clk_period * $clk_io_pct] -clock clk0 $non_clock_inputs
set_output_delay [expr $clk_period * $clk_io_pct] -clock clk0 [all_outputs]
==> results.tsv <==
metric	value	unit
most numerous cell in the Yosys netlist	dfrtp_1	
CP Capture Type	register	
io pins	30	
Dominant flop cell	dfrtp_1	
PD cells	745	nW/um^2
vias	1257	
Post-synth ARST share	100	%
Peak VDD IR	0.393	mV
clock sinks	24	
Clock Path Buffers	2	
Max-area cell share	41.1	%
first-pass GRT wire length	6240	um
Fillers	871	
largest area contributor in the netlist	dfrtp_1	
htree depth	1	
CTS Buf Count	3	
Setup WS post-layout	0.940	ns
critical path arrival	2.52	ns
number of max-cap violations	0	
global-route usage over all layers	5.72	%
post-synth area from yosys stat	1460	um^2
EDFF count, synth	0	
DRC violations left	0	
unrepaired setup endpoints after global routing	no	
Unique cell types	43	
ANT cells	0	
Slew Limit Fails	0	
Reg2Reg Depth	7	
Worst-Margin Slew	0.627	ns
post_cts resized	0	
Final min period	2.36	ns
worst-path fanout max	11	
dpl ws	0.683	ns
hold worst-path end	counter_hours.cntH[0]	
Clock Latency Late Sink	0.27	ns
worst r2r dst	counter_hours.cntH[0]	
WL per Instance	12.4	um
layout cells sized above 1	6.38	%
Row Count	33	
top cells by count	24 x dfrtp_1, 19 x nand2_1, 16 x o21ai_0, 11 x ha_1, 10 x inv_1	
critical path data required time	3.46	ns
placeable core region	8300	um^2
endpoints failing hold	0	
Die Span Y	113	um
synthesized area	1460	um^2
OpenROAD warning count	32	
number of DRC markers in iteration 0	53	
HP Class	reg -> reg	
placer congestion estimate	0.833	
Critical Path Source Type	primary input	
critical path class	in -> reg	
postcts setup bufs	0	
Seq/Total Area, Yosys	41.1	%
Static Leak	0.791	nW
vias in the first global route	1229	
detailed placement HPWL	2780	um
Die W	113	um
Die Area	12800	um^2
outcome	completed	
first drt pass iteration count	4	
vias per cell	4.29	
clock slew at reported path FFs	0.09	ns
Area Overhead vs Synth	34.0	%
Final Setup Violations	0	
initial antenna violation count	0	
GRT overflow	0	
Cells after Synth	155	
Synth Register Bits	24	
fmax	0.424	GHz
synth top area cells	dfrtp_1 41%, ha_1 9.4%, o21ai_0 5.5%	
ys cells	155	
CTS tree	built	
Rel. slew slack	57.8	%
pin count of the biggest net entering global routing	25	
hold_buf cts	0	
R2R Setup Slk	1.28	ns
FF-to-FF Start	counter_seconds.cntH[1]	
Initial Utilization	17.6	%
root buffer cell	clkbuf_8	
wirelength, routed	3630	um
port bufs	29	
Final Skew	0.00220	ns
Antenna Nets Post-Route	0	
Synth warnings	3	
Final period util	71.5	%
hold path depth	1	
final setup TNS	0	ns
worst min-delay path startpoint	counter_hours.cntH[0]	
Mapped Avg Cell Area	9.42	um^2
power by group:
part           internal, W  total [W]  switching, W
logic             0.000364   0.000621      0.000257
registers         0.000396   0.000576      0.000179
clock network     0.000162   0.000260     0.0000977
total             0.000923    0.00146      0.000534
logic make-up after synthesis:
family          count (synthesis)  synth area share [%]
compound gates                 46                  21.3
xor+xnor                        2                  1.20
fa+ha+maj                      11                  9.43
buf+inv                        11                  2.83
flops                          24                  41.1
mux                             1                 0.771
simple gates                   60                  23.3
critical path, stage by stage:
cell and delay, ns:
clkdlybuf4s50_1 0.68, nand2b_1 0.14, or3_4 0.37, o311a_1 0.40, o21ai_0 0.18, o21ai_1 0.08
registers in the layout, summed over array words and instances (netlist names):
signal	flops
counter_hours.cntL	4
counter_mintues.cntH	4
counter_mintues.cntL	4
counter_seconds.cntL	4
counter_seconds.cntH	4
counter_hours.cntH	4
worst max-delay path by stage:
stage     startpoint               endpoint  slack (ns)  cells after the start
5_1_grt       enable  counter_hours.cntH[1]        0.85                      6
6_report      enable  counter_hours.cntH[0]        0.94                      6
4_1_cts       enable  counter_hours.cntH[1]        0.97                      6
per-layer routing:
metal | GRT usage (%) | vias up | wire, um
met5 | 0 | - | 0
met4 | 0.423 | 0 | 27
met3 | 1.28 | 2 | 156
met2 | 9.02 | 24 | 1640
met1 | 8.12 | 596 | 1800
li1 | - | 635 | -
cells in the final DEF, fill, tap and decap left out, types with 2 or more instances in the layout:
cell type,instances
nor3_1,2
nand4_1,2
inv_1,10
clkbuf_8,3
nand2b_1,5
clkdlybuf4s50_1,29
a21oi_1,6
a31oi_1,2
nand2_1,19
o21ai_0,16
nor2_1,8
o211ai_1,3
o31ai_1,2
o41ai_1,2
o21ai_1,3
nand3_1,8
dfrtp_1,24
and2_1,2
nor3b_1,2
nand3b_1,4
ha_1,11
metrics by stage:
step,power [W],instance area (um^2),utilization [%],std cells,hold WS [ns]
after floorplan,0.000868,1460,-,155,0.364
after global placement,0.00120,1890,22.7,289,0.523
after detailed placement,0.00121,1890,22.7,289,0.534
after CTS,0.00148,1960,23.6,293,0.549
after global routing,0.00160,1960,23.6,293,0.594
final,0.00146,1960,23.6,293,0.546
final cells by class:
cell class	count	area, um^2	share of cell area [%]
Clock buffer	3	41.3	2.11
Clock inverter	1	30.0	1.53
Inverter	10	37.5	1.92
Multi-Input combinational cell	120	818	41.8
Sequential cell	24	601	30.7
Tap cell	105	131	6.71
Timing Repair Buffer	30	298	15.2
No activity file was given, so power comes from the tool's default toggle rates.
