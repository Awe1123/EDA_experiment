[/design/flow/config.mk]
export PLATFORM = sky130hd
export DESIGN_NAME = controller
export DESIGN_NICKNAME = controller
export VERILOG_FILES = /design/flow/design.v
export SDC_FILE = /design/flow/constraint.sdc
export NUM_CORES = 4
export LEC_CHECK = 1
export CORE_AREA = 10 10 81 81
export DIE_AREA = 0 0 91 91
[/design/flow/constraint.sdc]
current_design controller

set clk_period 3.7
set clk_io_pct 0.2

create_clock -name clk0 -period $clk_period [get_ports {CLK}]

set non_clock_inputs [all_inputs -no_clocks]
set_input_delay [expr $clk_period * $clk_io_pct] -clock clk0 $non_clock_inputs
set_output_delay [expr $clk_period * $clk_io_pct] -clock clk0 [all_outputs]
[/design/flow/design.v]
module controller (CLK, S, RESET, enable, HG, HY, HR, FG, FY, FR, TimerH, TimerL);
	input CLK, S, RESET, enable;   
	output reg HG, HY, HR, FG, FY, FR;  
	output reg [3:0] TimerH, TimerL;
	wire Tl, Ts, Ty;  
	reg St;            
	reg [1:0] CurrentState, NextState; 
	parameter S0=2'b00, S1=2'b01, S2=2'b10, S3=2'b11;
	always @(posedge CLK or negedge RESET )
	begin:counter
		if (~RESET)  
			{TimerH, TimerL} = 8'b0; 
		else if(enable)
		begin
			if (St) 
				{TimerH, TimerL} = 8'b0; 
			else if ((TimerH == 5) & (TimerL == 9))
				{TimerH, TimerL} = {TimerH, TimerL}; 
			else if (TimerL == 9) begin
				TimerH = TimerH + 1;  
				TimerL = 0; 
			end
			else begin 
				TimerH = TimerH; 
				TimerL = TimerL + 1; 
			end
		end
	end   
	assign  Ty = (TimerH==0)&(TimerL==4);
	assign  Ts = (TimerH==2)&(TimerL==9);
	assign  Tl = (TimerH==5)&(TimerL==9);
	always @(posedge CLK or negedge RESET )
	begin:statereg
		if (~RESET) 	
			CurrentState <= S0;
		else if(enable)
			CurrentState <= NextState;
	end  
	always @(S or CurrentState or Tl or Ts or Ty )
	begin: fsm
	 	case(CurrentState)
		S0: begin       
				NextState = (Tl && S) ? S1 :S0;
				St = (Tl && S) ? 1:0;
		end
	  	S1: begin
				NextState = (Ty) ? S2 :S1;
				St = (Ty) ? 1:0;
		end
	  	S2: begin
				NextState = (Ts || ~S) ? S3 :S2;
				St = (Ts || ~S) ? 1:0;
		end
	  	S3: begin
				NextState = (Ty) ? S0 :S3;
				St = (Ty) ? 1:0;
		end
		default: begin
				NextState = S0;
				St = 0;
		end
	 	endcase	
	end   
	always @(CurrentState)
	begin
		case (CurrentState)
	  		S0: begin
				{HG, HY, HR} = 3'b100; 
				{FG, FY, FR} = 3'b001; 
			end
			S1: begin
				{HG, HY, HR} = 3'b010; 
				{FG, FY, FR} = 3'b001; 
			end
			S2: begin
				{HG, HY, HR} = 3'b001; 
				{FG, FY, FR} = 3'b100; 
			end
		  S3: begin
				{HG, HY, HR} = 3'b001; 
				{FG, FY, FR} = 3'b010; 
			end
			default: begin
				{HG, HY, HR} = 3'b100; 
				{FG, FY, FR} = 3'b001;
			end 
		endcase
     end
endmodule
[/design/flow/run.sh]
#!/bin/bash
# OpenROAD 26Q1-2900-gdf79404cd8, Yosys 0.63+post, stock flow scripts
make -C /OpenROAD-flow-scripts/flow DESIGN_CONFIG=/design/flow/config.mk WORK_HOME=/design/flow/orfs finish
==> qor.csv <==
metric;value;unit
most numerous logic cells after layout;clkdlybuf4s50_1, dfrtp_1, inv_1;
I/O Buffers;17;
grt ovf;0;
cells after synthesis;89;
fill count;537;
largest net degree at the start of global routing;15;
CP Class;flip-flop to output pin;
core area;4820;µm²
actual slew at the worst max-slew pin;0.575;ns
Commonest flop;dfrtp_1;
slowest cell on the critical path;clkdlybuf4s50_1;
Leakage;0.438;nW
EDFF count, synth;0;
CTS tree;done;
fraction of layout cells with a size suffix above 1;9.43;%
Detailed Route WL;2.18;mm
Period minus WS final;2.51;ns
HP Class;flip-flop to flip-flop;
Finish-stage setup viols;0;
Yosys cell types;37;
Die Span Y;91;µm
Peak Freq;399;MHz
first-pass GRT wire length;3.88;mm
CP peak stage delay;0.57;ns
via count;747;
YS warnings;1;
Core Util, Final;22.7;%
Rel. slew slack;61.6;%
RSZ-0062 raised after global routing;no;
1st-pass router iterations;7;
final hold slack;0.528;ns
GP Congestion;0.834;
# Cells Yosys;89;
Critical Path Source Type;flip-flop;
DRC viols;0;
chip area;8280;µm²
num rows;25;
asr flop ratio synth;100;%
power per cell area;544;nW/µm²
synthesized area;811;µm²
total CTS buffers;3;
floorplan core density;16.8;%
clock transition at the registers of the reported paths;0.05;ns
cts hold-fix bufs;0;
initial DRC count;50;
all-layer global routing usage;5.51;%
Layout Cells excl Fill;173;
Final Max Slew Viols;0;
logic area;460;µm²
HPWL after detailed placement;1.66;mm
CP Cell Sequence;nor3_1, clkdlybuf4s50_1;
initial antenna violation count;0;
syn avg cell area;9.11;µm²
post-CTS resize count;0;
n_diodes;0;
routed length per instance;12.6;µm
Synth Seq Share;37.2;%
Longest Clk Path Bufs;2;
# Post-CTS Setup Buffers;0;
CP endpoint kind;output pin;
Skew-Pair Late Insertion Delay;0.24;ns
io pins;18;
Layout area overhead;35.0;%
Final TNS setup;0;ns
CP Max Fanout;7;
Commonest Layout Cell;clkdlybuf4s50_1;
# clock sinks;12;
clk root buf;clkbuf_8;
die width;91;µm
worst vdd ir;379;µV
H-tree depth;1;
crit path DAT;1.77;ns
status;complete, no violations;
max_cap viols;0;
placed insts;169;
Tcrit/Tclk final;67.7;%
final hold vios;0;
Yosys chip area;811;µm²
Vias/cell;4.32;
ys flops;12;
Log Warnings;28;
clk_skew;0.00755;ns
post-route ant nets;0;
Sequential Area;302;µm²
Worst EP required;2.96;ns
vias in the first global route;738;
## worst max-delay path: cells and delay by family (launching register included)
kind / cells / cell delay, ns
buf+inv: 1 / 0.57
simple gates: 1 / 0.50
flops: 1 / 0.46
## path summary, 6_finish.rpt
kind / endpoint / cells after the start / start / slack [ns]
min in group asynchronous: TimerH[0] / 1 / RESET / 0.86
worst min register to register: CurrentState[2] / 2 / CurrentState[0] / 0.53
worst max-delay path: HG / 2 / CurrentState[1] / 1.19
max in group asynchronous: TimerL[1] / 1 / RESET / 2.45
worst min-delay path: CurrentState[2] / 2 / CurrentState[0] / 0.53
worst max register to register: TimerH[1] / 6 / TimerH[0] / 1.75
## per-layer routing
metal / global-route usage (%) / share of wire [%]
met1: 7.88 / 50
met2: 8.11 / 41
met3: 1.99 / 8.2
met4: 0.392 / 0.55
met5: 0 / 0
## synth_stat cells (2+ instances only)
library cell,number,area share [%]
dfrtp_1,11,34
inv_1,9,4.2
nand2_1,5,2.3
nor2_1,5,2.3
a21oi_1,4,2.5
clkbuf_1,4,1.9
ha_1,4,6.2
nand3_1,4,2.5
o22ai_1,4,3.1
nor3_1,3,1.9
o21ai_0,3,1.9
a22o_1,2,2.2
a31oi_1,2,1.5
and2_1,2,1.5
nand2b_1,2,1.5
nand4_1,2,1.5
nand4b_1,2,2.2
or3_1,2,1.5
## flip-flops by register name (all words and copies together), names as in the netlist
name,cells
TimerL,4
TimerH,4
CurrentState,4
## area by class of cell
type	count	share of cell area, %
inverters	9	3.09
repair buffers	17	15.5
well taps	67	7.66
multi-input cells	64	42.1
flip-flops and latches	12	27.5
clock buffers	4	4.11
## per-stage QoR
step | power [mW] | setup WS [ns] | instance area (µm²)
after floorplan | 0.350 | 1.98 | 811
after global placement | 0.477 | 1.25 | 1050
after detailed placement | 0.474 | 1.24 | 1050
after CTS | 0.602 | 1.18 | 1090
after global routing | 0.649 | 1.04 | 1090
final | 0.596 | 1.19 | 1090
## cell families (layout without fill, tap and decap cells)
| group | after synthesis | after routing | synth area share [%] |
|---|---|---|---|
| and+or+nand+nor | 35 | 35 | 27.0 |
| DFF | 12 | 12 | 37.2 |
| AOI/OAI and AO/OA | 25 | 25 | 23.6 |
| adders and majority gates | 4 | 4 | 6.17 |
| buffers and inverters | 13 | 30 | 6.02 |
## report_power, final
group / switching [mW] / internal [mW]
logic: 0.0940 / 0.139
clock network: 0.0488 / 0.0758
registers: 0.0716 / 0.166
total: 0.214 / 0.382
Power figures rest on the tool's default switching activity, not on a simulated workload.
